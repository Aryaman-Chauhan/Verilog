==> design.v <==
module bit32_AND (out, in1, in2);
	input [31:0] in1, in2;
	output [31:0] out;
	assign {out} = in1&in2;
endmodule
==> run.sh <==
#!/bin/bash
# OpenROAD 26Q1-2900-gdf79404cd8, Yosys 0.63+post, stock flow scripts
make -C /OpenROAD-flow-scripts/flow DESIGN_CONFIG=/design/flow/config.mk WORK_HOME=/design/flow/orfs finish
==> config.mk <==
export PLATFORM = sky130hd
export DESIGN_NAME = bit32_AND
export DESIGN_NICKNAME = bit32_AND
export VERILOG_FILES = /design/flow/design.v
export SDC_FILE = /design/flow/constraint.sdc
export NUM_CORES = 4
export LEC_CHECK = 1
export CORE_AREA = 10 10 70 70
export DIE_AREA = 0 0 80 80
==> constraint.sdc <==
current_design bit32_AND

set clk_period 1.0
set clk_io_pct 0.2

create_clock -name clk0 -period $clk_period

set non_clock_inputs [all_inputs -no_clocks]
set_input_delay [expr $clk_period * $clk_io_pct] -clock clk0 $non_clock_inputs
set_output_delay [expr $clk_period * $clk_io_pct] -clock clk0 [all_outputs]
==> changes_impl.md <==
## Flow update

- Vias: 557
- Core Box Area: 0.00342 mm²
- Placer Congestion: 0.800
- Crit path time final: 0.892 ns
- Routed length per instance: 12.8 µm
- Total chip power: 0.248 mW
- Initial Util: 5.86%
- Final Cycle Share: 89.2%
- Maxcap violations: 0
- Clkbuf count: 0
- Crit Path Category: input port to output pin
- # diodes: 0
- Final WL: 2.22 mm
- Reg area: 0 µm²
- Dpl hpwl: 2.21 mm
- Max-slew headroom: 96.1%
- Post-synthesis cell type with the largest instance count: and2_1
- Synth Instances: 32
- Yosys stat area: 200 µm²
- Die Size: 0.00640 mm²
- VDD IR-drop max: 0.0747 mV
- Cell resize tally after clock tree synthesis: 161
- Worst Setup End Kind: output pin
- Net switching power: 0.0485 mW
- LEAKAGE: 0.576 nW
- # rows: 21
- Crit path DRT: 0.80 ns
- Largest net degree at the start of global routing: 2
- Post-Syn Area: 200 µm²
- Internal Pwr Total: 0.199 mW
- Top cells by count, synth: and2_1 (32)
- Clk pwr share: 0%
- Hold_ws: 0.766 ns
- Distinct cell type count after synthesis: 1
- Final Max Tran Viols: 0
- Vias in the first global route: 637
- Antenna-violating nets left: 0
- First-pass GRT wire length: 3.05 mm
- Max Clk Rate: 1.12 GHz
- # Post-CTS Setup Buffers: 0
- Syn avg cell area: 6.26 µm²
- Vias/cell: 3.20
- Area delta synth->final: 390%
- Io pins: 96
- Maximum fanout along the worst path: 1
- Drt pass-1 iters: 2
- GR Util All Layers: 5.89%
- Hold-fix buffers, CTS: 0
- Startpoint Class: input port
- Initial antenna violation count: 0
- Register share after synthesis: 0%
- Yosys Instances: 32
- Grt total ovfl: 0
- Sequential cells: 0
- Comb pwr share: 100.0%
- Die Width: 80 µm
- Critical path startpoint: in2[16]
- Synth area leaders: and2_1 (100%)
- Min-Delay Startpoint: in1[28]
- RSZ-0062 raised after global routing: no
- Hold Crit Class: input port to output pin
- Final tally of setup violations: 0
- CP Data Arrival Time: 0.69 ns
- Status: finished clean
- Number of port buffers: 96
- Slew @ Worst Pin: 0.0581 ns
- Sw Ratio: 19.6%
- Post-route DRC: 0
- Number of warnings issued by yosys: 0
- Layout cells sized above 1: 25.8%
- Die H: 80 µm
- Cell type with the largest total area: and2_1
- Final Hold Vio Count: 0
- Flop pwr share: 0%
- OpenROAD warnings: 32
- Initial drt markers: 1
- Post-synth top area share: 100%
- PwrDens: 253 mW/mm²
==> cell type report <==
cell class         instances  area (µm²)
fillers                  431        2430
repair buffers            96         721
well taps                 46        57.6
multi-input cells         32         203
==> path summary, 6_finish.rpt <==
kind | end | slack (ns) | cells after the start
setup / recovery | out[16] | 0.11 | 3
hold / removal | out[28] | 0.77 | 3
==> layer usage <==
layer	global-route usage, %	part of all wire [%]	vias up
met5	0	0	-
met4	0	0	0
met3	4.32	18	0
met2	11.7	52	43
met1	4.68	30	226
li1	-	-	288
==> cell families (layout without fill, tap and decap cells) <==
kind of cell / after synthesis / count (layout) / synth area share (%)
buffers and inverters: 0 / 96 / 0
AND/OR/NAND/NOR: 32 / 32 / 100
==> stage by stage <==
| stage | setup WS [ns] | instances | setup TNS, ns | utilization, % | cell area [µm²] |
|---|---|---|---|---|---|
| 2_1_floorplan | 0.486 | 32 | 0 | - | 200 |
| 3_3_place_gp | -0.467 | 174 | -13.82 | 35.7 | 1220 |
| 3_5_place_dp | -0.468 | 174 | -14.02 | 35.7 | 1220 |
| 4_1_cts | 0.0991 | 174 | 0 | 28.7 | 981 |
| 5_1_grt | 0.0723 | 174 | 0 | 28.7 | 981 |
| 6_report | 0.108 | 174 | 0 | 28.7 | 981 |
==> cells in the final DEF, fill, tap and decap left out, drive strengths merged <==
master and n:
and2 32, dlygate4sd2 64, buf 32
==> power by group through the flow <==
| stage | combinational, mW | sequential (mW) | clock, mW |
|---|---|---|---|
| final | 0.248 | 0 | 0 |
| after CTS | 0.257 | 0 | 0 |
| after global routing | 0.276 | 0 | 0 |
==> critical path: stages <==
cell	delay (ns)
dlygate4sd2_1	0.23
and2_1	0.15
buf_2	0.11
No activity file was given, so power comes from the tool's default toggle rates.
