### ./design.v
module bit32_OR (out, in1, in2);
	input [31:0] in1, in2;
	output [31:0] out;
	assign {out} = in1|in2;
endmodule
### ./run.sh
#!/bin/bash
# OpenROAD 26Q1-2900-gdf79404cd8, Yosys 0.63+post, stock flow scripts
make -C /OpenROAD-flow-scripts/flow DESIGN_CONFIG=/design/flow/config.mk WORK_HOME=/design/flow/orfs finish
### ./config.mk
export PLATFORM = sky130hd
export DESIGN_NAME = bit32_OR
export DESIGN_NICKNAME = bit32_OR
export VERILOG_FILES = /design/flow/design.v
export SDC_FILE = /design/flow/constraint.sdc
export NUM_CORES = 4
export LEC_CHECK = 1
export CORE_AREA = 10 10 70 70
export DIE_AREA = 0 0 80 80
### ./constraint.sdc
current_design bit32_OR

set clk_period 1.0
set clk_io_pct 0.2

create_clock -name clk0 -period $clk_period

set non_clock_inputs [all_inputs -no_clocks]
set_input_delay [expr $clk_period * $clk_io_pct] -clock clk0 $non_clock_inputs
set_output_delay [expr $clk_period * $clk_io_pct] -clock clk0 [all_outputs]
==> impl_metrics.env <==
# implementation run metrics
export IMPL_status="finished, final reports clean"
export IMPL_ff_count=0
export IMPL_num_rows=21
export IMPL_synth_cell_types=1
export IMPL_postPlaceCellArea_um2=1219
export IMPL_compound_area_frac=0
export IMPL_gp_congestion=0.7964
export IMPL_detail_route_iter0_violations=0
export IMPL_power_mw=0.2446
export IMPL_fin_ws_ns=0.03654
export IMPL_wl_per_cell_um=12.50
export IMPL_avgSynthCellArea_um2=6.256
export IMPL_cp_data_arrival_time_ns=0.76
export IMPL_period_needed_ns=0.9635
export IMPL_drtPass1Iterations=1
export IMPL_die_area_um2=6400
export IMPL_postSynthSeqShare=0
export IMPL_stdcell_count=174
export IMPL_grt_pass1_wl_um=3284
export IMPL_synth_logic_top_family="simple AND/OR/NAND/NOR gates"
export IMPL_fmax_mhz=1038
export IMPL_coreArea_um2=3416
export IMPL_max_cap_violations=0
export IMPL_io_buffers=96
export IMPL_io_pins=96
export IMPL_ir_drop_uv=75.78
export IMPL_final_cell_mix="dlygate4sd2_1 (64), or2_1 (32), buf_2 (32)"
export IMPL_worstSetupEndpointType="primary output"
export IMPL_cts_setup_buffers=0
export IMPL_max_slew_margin=0.9645
export IMPL_fin_area_um2=978.4
export IMPL_wl_um=2175
export IMPL_syn_area_um2=200.2
export IMPL_yosysChipArea_um2=200.2
export IMPL_warnings=32
export IMPL_grt_pass1_vias=665
export IMPL_placed_cells_incl_taps=174
export IMPL_n_antenna_cell=0
export IMPL_grt_usage=0.06188
export IMPL_holdCritPathClass="input port to primary output"
export IMPL_vias=556
export IMPL_powerDensity_nw_per_um2=250.0
export IMPL_tightest_slew_ns=0.05325
export IMPL_initial_core_util=0.05861
export IMPL_die_h_um=80
export IMPL_postSynthCellCount=32
export IMPL_comb_area_um2=200.2
export IMPL_setup_viol_count_final=0
export IMPL_setup_tns_final_ns=0
export IMPL_area_growth_pct=388.7
export IMPL_ant_nets=0
export IMPL_leakage_nw=0.4951
export IMPL_fin_util=0.2864
export IMPL_muxShareOfSynthArea=0
export IMPL_report_final_slew_viol_count=0
export IMPL_synth_warnings=0
export IMPL_worstPathRequired_ns=0.80
export IMPL_n_fill_cell=425
export IMPL_startpoint="in1[26]"
export IMPL_antenna_found_initial=0
export IMPL_ys_sh_xor=0
export IMPL_clock_buffers=0
export IMPL_drcViolationCount=0
export IMPL_die_w_um=80
export IMPL_grt_max_degree=2
export IMPL_cp_start_kind="input port"
export IMPL_flop_area_um2=0
export IMPL_layout_top_cell="dlygate4sd2_1"
export IMPL_crit_end="out[26]"
export IMPL_worstSetupPathType="input port to primary output"
export IMPL_drive_above_1_share=0.2500
export IMPL_synth_adder_area_share=0
export IMPL_crit_fanout=1
export IMPL_via_per_inst=3.195
export IMPL_ys_cells=32
export IMPL_dp_hpwl_um=2126
export IMPL_dp_slack_ns=-0.4627
export IMPL_overflow=0
export IMPL_fin_hold_ws_ns=0.7445
export IMPL_period_used=0.9635
export IMPL_hold_viol=0
export IMPL_simple_gate_area_frac=1.000
export IMPL_rsz0062_at_grt="false"
logic make-up (layout without fill, tap and decap cells):
group,after synthesis,in the layout
AND/OR/NAND/NOR,32,32
buffers and inverters,0,96
layer usage:
metal	share of wire	track usage	routed length, um
met5	0	0	0
met4	0	0	0
met3	0.16	0.03750	358
met2	0.53	0.1212	1145
met1	0.31	0.05537	672
power by group:
| part | total, mW | internal (mW) | switching (mW) | leakage (nW) |
|---|---|---|---|---|
| combinational | 0.245 | 0.195 | 0.0492 | 0.495 |
| sequential | 0 | 0 | 0 | 0 |
| clock | 0 | 0 | 0 | 0 |
| total | 0.245 | 0.195 | 0.0492 | 0.495 |
critical path, stage by stage:
cell and delay (ns):
dlygate4sd2_1 0.22, or2_1 0.22, buf_2 0.12
Yosys cell counts (all sizes together):
cell type	number	area [um2]
or2	32	200.2
cell type report:
| type | count | share of cell area |
|---|---|---|
| Multi-Input combinational cell | 32 | 0.2046 |
| Tap cell | 46 | 0.05882 |
| Timing Repair Buffer | 96 | 0.7366 |
worst min-delay path by stage:
stage	start	to	slack, ns	depth (start not counted)
after CTS	in2[1]	out[1]	0.75	3
after global routing	in1[23]	out[23]	0.75	3
final	in2[9]	out[9]	0.74	3
timing repair:
item	in CTS	in global routing
hold buffers	0	0
pin swaps	32	1
resized	162	0
setup endpoints to repair	32	1
cloned	0	0
No activity file was given, so power comes from the tool's default toggle rates.
